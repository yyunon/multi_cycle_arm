==> flow/design.v <==
module mux_16_1 #(parameter W=32)(select,in1,in2,in3,in4,in5,in6,in7,in8,in9,in10,in11,in12,in13,in14,in15,in16,out);
	input [3:0] select;
	input [W-1:0] in1,in2,in3,in4,in5,in6,in7,in8,in9,in10,in11,in12,in13,in14,in15,in16;
	output reg [W-1:0] out;
	always @(in1 or in2 or in3 or in4 or in5 or in6 or in7 or in8 or in9 or in10 or in11 or in12 or in13 or in14 or in15 or in16 or select) begin
		case(select)
			4'b0000: out <= in1;
			4'b0001: out <= in2;
			4'b0010: out <= in3;
			4'b0011: out <= in4;
			4'b0100: out <= in5;
			4'b0101: out <= in6;
			4'b0110: out <= in7;
			4'b0111: out <= in8;
			4'b1000: out <= in9;
			4'b1001: out <= in10;
			4'b1010: out <= in11;
			4'b1011: out <= in12;
			4'b1100: out <= in13;
			4'b1101: out <= in14;
			4'b1110: out <= in15;
			4'b1111: out <= in16;
		endcase
	end
endmodule
==> flow/run.sh <==
#!/bin/bash
# OpenROAD 26Q1-2900-gdf79404cd8, Yosys 0.63+post, stock flow scripts
make -C /OpenROAD-flow-scripts/flow DESIGN_CONFIG=/design/flow/config.mk WORK_HOME=/design/flow/orfs finish
==> flow/config.mk <==
export PLATFORM = sky130hd
export DESIGN_NAME = mux_16_1
export DESIGN_NICKNAME = mux_16_1
export VERILOG_FILES = /design/flow/design.v
export SDC_FILE = /design/flow/constraint.sdc
export NUM_CORES = 4
export LEC_CHECK = 1
export CORE_AREA = 10 10 216 216
export DIE_AREA = 0 0 226 226
==> flow/constraint.sdc <==
current_design mux_16_1

set clk_period 11.1
set clk_io_pct 0.2

create_clock -name clk0 -period $clk_period

set non_clock_inputs [all_inputs -no_clocks]
set_input_delay [expr $clk_period * $clk_io_pct] -clock clk0 $non_clock_inputs
set_output_delay [expr $clk_period * $clk_io_pct] -clock clk0 [all_outputs]
==> impl_metrics.toml <==
# generated from flow reports
[final_timing]
finalClockPeriodUsage_pct = 69.53
grt_setup_unrepaired = "no"
finalSetupTns_ns = 0
slew_headroom_pct = 49.15
tightest_slew_ns = 0.7619
fmax_ghz = 0.1296
setup_viol = 0
finalHoldViolCount = 0
fin_crit_ns = 7.718
maxSlewViolCount = 0

[setup_path]
arrival_ns = 5.50
cpMostUsedCell = "buf_4"
crit_slowest_cell = "nor2b_4"
crit_chain = "buf_2 > buf_4 > nor2b_4 > buf_4 > nand3_1 > a31oi_1 > a2111oi_2 > a21oi_1 > clkdlybuf4s50_1"
cp.depth = 9
path_buffers = 4
setup.worst_path.end_class = "primary output"
crit_start = "select[3]"
slowest_delay_ns = 0.53
crit_type = "primary input to primary output"
worstPathRequired_ns = 8.88
critPathCapture = "out[26]"
critPathMaxFanout = 29
critical-path-top-delay-family = "buffers and inverters"
crit_path_start_kind = "primary input"

[finish]
num-fill-cells = 4584
post-route-util_pct = 23.96
area_growth_pct = 145.4
flops = 0
drive_gt1_share_pct = 5.591
mostFrequentLayoutCells = "clkdlybuf4s50_1, a22oi_1, a22o_1"
design_area_um2 = 10050
lay_top_count = "clkdlybuf4s50_1"
register_area_um2 = 0
nClkBuffers = 0

[floorplan]
die_width_um = 226
num_io_pins = 548
initCoreUtil_pct = 9.763
rows = 75
dieArea_um2 = 51080
dieHeight_um = 226
core_area_um2 = 41950

[drt]
dr_wl_met3_mm = 3.844
drt-initial-drc-count = 453
wl_mm = 46.74
dr_total_vias = 7738
remaining_drc_errors = 0
top_layer_used = "met4"
dr.pass1.iters = 5
vias_per_cell = 4.744
drtAntennaViolNets = 0
wire_per_inst_um = 28.66
met2WireLength_mm = 23.21
wl_met1_mm = 18.66

[pwr]
internal_power_mw = 0.2507
switching_share_pct = 39.35
ir_worst_vdd_mv = 0.01907
power_switching_mw = 0.1626
p_leak_nw = 3.361
power.density_nw_per_um2 = 41.12

[clock_network]
cts_hold_buffers = 0
ctsResizeCount = 0
post_cts_buffers = 0

[hold_path]
hold_class = "primary input to primary output"
min-delay-start = "in1[8]"

[synth]
syn_inst = 607
yosys_warnings = 1
syn_area_per_cell_um2 = 6.747
ys_cells = 607
synth_cell_type_count = 46
synth-area-yosys_um2 = 4095
synth_area_um2 = 4095
postSynthSeqShare_pct = 0

[global_route]
track_usage_pct = 17.37
grt_pass1_vias = 8495
grt-ovfl-total = 0
grt_pass1_wl_mm = 63.29
antenna_found_initial = 0
grt_max_degree = 46

[placed_design]
gp_congestion = 0.9689
placed_area_um2 = 10050
io_buffers = 548
dp_hpwl_mm = 38.28

[outcome]
outcome = "complete, no violations"

[flow_run]
max_cap_violations = 0
tool_warnings = 32
how the worst min path moves through the flow:
stage,endpoint,depth (start not counted)
CTS,out[23],4
global route,out[10],3
finish,out[8],4
synthesized netlist by cell type (all sizes together), types with 16 or more instances:
library cell / count / area, um2
a2111oi: 23 / 326.6
a211o: 23 / 201.4
a21oi: 30 / 150.1
a221oi: 28 / 245.2
a22o: 56 / 490.5
a22oi: 84 / 630.6
a31oi: 28 / 175.2
buf: 42 / 249.0
clkbuf: 41 / 155.1
mux2i: 24 / 240.2
nand2: 16 / 62.56
nand3: 50 / 250.2
nor2: 40 / 152.6
o21ai: 38 / 190.2
o22ai: 32 / 200.2
power groups by stage:
stage | Sequential (mW) | Clock [mW] | Combinational, mW
after global routing | 0 | 0 | 0.440
after CTS | 0 | 0 | 0.418
stage by stage:
| stage | cells | power, mW | setup WS [ns] | hold slack [ns] |
|---|---|---|---|---|
| final | 1631 | 0.4133 | 3.382 | 5.389 |
| after global routing | 1630 | 0.4399 | 3.201 | 5.428 |
| after CTS | 1630 | 0.4183 | 3.263 | 5.396 |
| after detailed placement | 1630 | 0.4167 | 3.271 | 5.393 |
| after global placement | 1630 | 0.4170 | 3.265 | 5.395 |
| after floorplan | 607 | 0.1237 | 5.418 | 4.510 |
cell type report:
| cell class | instances | area (um2) | share of cell area [%] |
|---|---|---|---|
| diodes | 1 | 2.502 | 0.02490 |
| inverters | 3 | 11.26 | 0.1120 |
| multi-input cells | 521 | 3750 | 37.31 |
| repair buffers | 567 | 5613 | 55.84 |
| well taps | 539 | 674.4 | 6.710 |
logic make-up after synthesis:
logic type	synth area share (%)
compound gates	68.32
buf+inv	10.14
simple gates	15.67
mux	5.866
layer usage:
metal | track usage (%) | vias to the layer above
li1 | - | 3518
met1 | 20.79 | 3694
met2 | 30.81 | 482
met3 | 4.124 | 44
met4 | 3.573 | 0
met5 | 0 | -
tightest hold or removal path, cell delays in order:
cell,delay (ns)
clkdlybuf4s50_1,0.40
nor2_1,0.10
a21oi_1,0.05
clkdlybuf4s50_1,0.40
Power figures rest on the tool's default switching activity, not on a simulated workload.
